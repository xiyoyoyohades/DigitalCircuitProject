File: flow/design.v
`timescale 1ns / 1ps
module VM(one_yuan, ten_yuan, clk, rst, cancel, buy_g1, buy_g2, on , occupy, get_good, ret_coin, good1, good2, AN, seg_out,status);
input one_yuan;
input ten_yuan;
input clk;
input rst;
input cancel;
input buy_g1;
input buy_g2;
output on;
output occupy;
output get_good;
output ret_coin;
output good1;
output good2;
output [7:0] AN;
output [7:0] seg_out;
output wire [3:0] status;
wire op_start;
wire [7:0] amount_value;
wire [7:0] ret_value;
wire [3:0] display_mode;
wire g1_bought, g2_bought;
wire counter;
coin_collector cc(one_yuan, ten_yuan, op_start, amount_value, clk, status, counter, g1_bought, g2_bought, cancel, rst);
VMControl control(rst, clk, op_start, amount_value, cancel, buy_g1, buy_g2, on, occupy, get_good, ret_coin, ret_value, good1, good2, status, display_mode, g1_bought, g2_bought);
display dis(clk, rst, occupy, amount_value, AN, seg_out);
endmodule
`timescale 1ns / 1ps
module VMControl(
rst, clk, op_start, coin_value, cancel, buy_g1, buy_g2, on, occupy, get_good, ret_coin, ret_value, good1, good2, status, display_mode,
g1_bought, g2_bought
);
input rst;
input clk;
input op_start;
input [7:0] coin_value;
input cancel;
input buy_g1;
input buy_g2;
output reg on;
output reg occupy;
output reg get_good;
output reg ret_coin;
output reg [7:0] ret_value;
output reg good1;
output reg good2;
output reg g1_bought;
output reg g2_bought;
output reg [3:0] status;
output reg [3:0] display_mode;
reg [7:0] amount_twopfive;
reg [7:0] amount_five;
reg buy_lock, cancel_lock, wait_type;
wire clk_n;
reg [31:0] counter;
parameter S_off=0, S0=1, S1=2, S2=3, S3=4, S4=5, S5=6, S6=7, S_wait=8;
initial begin
  amount_twopfive=5;
  amount_five=5;
  status=S_off;
end
always @(posedge clk) begin
case (status)
  S_off : begin
    on<=0;
    occupy<=0;
    get_good<=0;
    ret_coin<=0;
    ret_value<=0;
    good1<=0;
    good2<=0;
    ret_value<=coin_value;
	if(rst==1) begin
	status<=S0;
	end
  end
  S0 : begin
    on<=1;
    occupy<=0;
    get_good<=0;
    ret_coin<=0;
    ret_value<=coin_value;
    good1<=0;
    good2<=0;
    display_mode<=0;
    if(op_start==1) begin
      status<=S1;
    end
	else if(rst==0) begin
	status<=S_off;
	end
  end
  S1: begin
    on<=1;
    occupy<=1;
    get_good<=0;
    ret_coin<=0;
    ret_value<=coin_value;
    good1<=0;
    good2<=0;
    if(coin_value<5) begin
      status<=S1;
    end
    else if(coin_value<10) begin
      if(amount_twopfive==0) begin
        status<=S1;
      end
      else begin
        status<=S2;
      end
    end
    else begin
      if(amount_twopfive==0&&amount_five==0) begin
        status<=S1;
      end
      else if(amount_twopfive!=0 && amount_five==0) begin
        status<=S2;
      end
      else if(amount_twopfive==0 && amount_five!=0) begin
        status<=S3;
      end
      else begin
        status<=S4;
      end
    end
	if(rst==0) begin
	status<=S6;
	end
	else if(cancel==1) begin
	cancel_lock<=1;
	status<=S6;
	end
  end
  S2: begin
    on<=1;
    occupy<=1;
    get_good<=0;
    ret_coin<=0;
    ret_value<=coin_value;
    good1<=1;
    good2<=0;
    if(coin_value<10) begin
      status<=S2;
    end
    else if(amount_five==0) begin
      status<=S2;
    end
    else begin
      status<=S4;
    end
	if(rst==0) begin
	status<=S6;
	end
	if(buy_g1==1 && buy_lock==0) begin
	amount_twopfive<=amount_twopfive-1;
	buy_lock<=1;
	g1_bought<=1;
	status<=S5;
	end
	if(cancel==1) begin
	cancel_lock<=1;
	status<=S6;
	end
  end
  S3: begin
    on<=1;
    occupy<=1;
    get_good<=0;
    ret_coin<=0;
    ret_value<=coin_value;
    good1<=0;
    good2<=1;
	if(rst==0) begin
	status<=S6;
	end
	if(buy_g2==1 && buy_lock==0) begin
	amount_five<=amount_five-1;
	buy_lock<=1;
	g2_bought<=1;
	status<=S5;
	end
	if(cancel==1) begin
	cancel_lock<=1;
	status<=S6;
	end
  end
  S4: begin
    on<=1;
    occupy<=1;
    get_good<=0;
    ret_coin<=0;
    ret_value<=coin_value;
    good1<=1;
    good2<=1;
	if(rst==0) begin
	status<=S6;
	end
	if(buy_g1==1 && buy_lock==0) begin
	amount_twopfive<=amount_twopfive-1;
	buy_lock<=1;
	g1_bought<=1;
	status<=S5;
	end
	if(buy_g2==1 && buy_lock==0) begin
	amount_five<=amount_five-1;
	buy_lock<=1;
	g2_bought<=1;
	status<=S5;
	end
	if(cancel==1) begin
	cancel_lock<=1;
	status<=S6;
	end
  end
  S5: begin
  on<=1;
  occupy<=1;
  ret_coin<=0;
  ret_value<=coin_value;
  get_good<=1;
  if(buy_g1==0||buy_g2==0) begin
  buy_lock<=0;
  status<=S_wait;
  wait_type<=0;
  end
  end
  S6: begin
  on<=1;
  occupy<=1;
  get_good<=0;
  ret_coin<=1;
  ret_value<=coin_value;
  good1<=0;
  good2<=0;
  cancel_lock<=0;
  status<=S_wait;
  wait_type<=1;
  end
  S_wait: begin
  if(!wait_type) begin
  if(counter!=500000000 && status==S_wait && clk==1) begin
    on<=1;
    occupy<=1;
    ret_coin<=0;
    ret_value<=coin_value;
      if(coin_value<5) begin
          good1<=0; good2<=0;
        end
        else if(coin_value<10) begin
          if(amount_twopfive==0) begin
            good1<=0; good2<=0;
          end
          else begin
            good1<=1; good2<=0;
          end
        end
        else begin
          if(amount_twopfive==0&&amount_five==0) begin
            good1<=0; good2<=0;
          end
          else if(amount_twopfive!=0 && amount_five==0) begin
            good1<=1; good2<=0;
          end
          else if(amount_twopfive==0 && amount_five!=0) begin
            good1<=0; good2<=1;
          end
          else begin
            good1<=1; good2<=1;
          end
        end
    get_good<=1;
    g1_bought<=0;
      g2_bought<=0;
    counter<=counter+1;
    end
  else if(counter==500000000 && status==S_wait && clk==1) begin
    on<=1;
    occupy<=1;
    ret_coin<=0;
    ret_value<=coin_value;
    get_good<=0;
    g1_bought<=0;
      g2_bought<=0;
    counter<=0;
    status<=S1;
    end
    end
  else begin
  if(counter!=500000000 && status==S_wait && clk==1) begin
      on<=1;
      occupy<=1;
      get_good<=0;
      ret_coin<=1;
      ret_value<=coin_value;
      good1<=0;
      good2<=0;
      counter<=counter+1;
      end
  else if(counter==500000000 && status==S_wait & clk==1) begin
      on<=1;
      occupy<=0;
      get_good<=0;
      ret_coin<=0;
      ret_value<=0;
      good1<=0;
      good2<=0;
      counter<=0;
      status<=S0;
      end
  end
  end
  default: begin
  end
endcase
end
endmodule  
`timescale 1ns / 1ps
module coin_collector(one_yuan, ten_yuan, op_start, amount_value, clk, status, counter, g1_bought, g2_bought,
cancel, rst);
input one_yuan;
input ten_yuan;
input clk;
input [3:0] status;
input g1_bought;
input g2_bought;
input cancel;
input rst;
output reg [7:0] amount_value;
output reg op_start;
output reg counter;
reg bought_lock;
always @(posedge clk) begin
if(one_yuan==1) begin
    if(counter==0) begin
    amount_value<=(amount_value+2)>30?amount_value:amount_value+2;
    counter<=1;
    end
end
else if(ten_yuan==1) begin
        if(counter==0) begin
        amount_value<=(amount_value+20)>30?amount_value:amount_value+20;
        counter<=1;
        end
        end
else begin
    counter<=0;
end
if(g1_bought==1) begin
if(bought_lock==0) begin
amount_value<=amount_value-5;
bought_lock<=1;
end
end
else if(g2_bought==1) begin
if(bought_lock==0) begin
amount_value<=amount_value-10;
bought_lock<=1;
end
end
else begin
bought_lock<=0;
end
if(amount_value!=0 && status==1) begin
  op_start<=1;
end
if(status!=1) begin
  op_start<=0;
end
if(cancel==1||rst==0) begin
amount_value<=0;
end
end
endmodule  
`timescale 1ns / 1ps
module display(
clk,
rst,
occupy,
coin_value,
AN,
seg_out
    );
input rst;
input clk;
input occupy;
input [7:0] coin_value;
output reg [7:0] AN;
output reg [7:0] seg_out;
reg [2:0] scan;
reg [4:0] data;
reg [7:0] temp;
wire clk_n;
divider #(100000, 32) div(clk,0,clk_n);
always @(posedge clk_n) begin
	scan<=scan+1;
end
always @(scan or occupy or rst) begin
if(rst==0) begin
	AN<=8'b00000000;
end
else begin
if(occupy==1) begin
	case(scan)
	3'b001: AN<=8'b11111110;
	3'b010: AN<=8'b11111101;
	3'b011: AN<=8'b11111011;
	default: AN<=8'b11111111;
	endcase
end
else begin
case(scan)
	3'b001: AN<=8'b11110111;
	3'b010: AN<=8'b11101111;
	3'b011: AN<=8'b11011111;
	3'b100: AN<=8'b10111111;
	3'b101: AN<=8'b01111111;
	default: AN<=8'b11111111;
	endcase
	end
end
end
always @(AN) begin
if(rst==0) begin
	data<=31;
end
else begin
	if(occupy==0) begin
		case(AN)
		8'b11110111: data<=0;
		8'b11101111: data<=1;
		8'b11011111: data<=2;
		8'b10111111: data<=3;
		8'b01111111: data<=4;
		endcase
	end
	else begin
	if(coin_value<20) begin
		temp<=coin_value>>1;
		if((coin_value-(temp<<1))==1) begin
		case(AN)
		8'b11111110: data<=5'b10101;
		8'b11111101: data<=temp[4:0];
		8'b11111011: data<=5'b11111;
		endcase
		end
		else begin
		case(AN)
		8'b11111110: data<=5'b10000;
		8'b11111101: data<=temp[4:0];
		8'b11111011: data<=5'b11111;
		endcase
		end
	end
	else begin
		temp<=coin_value>>1;
		if((coin_value-(temp<<1))==1) begin
		case(AN)
		8'b11111110: data<=5'b10101;
		8'b11111101: data<=temp[4:0]-10;
		8'b11111011: data<=5'b10001;
		endcase
		end
		else begin
		case(AN)
		8'b11111110: data<=5'b10000;
		8'b11111101: data<=temp[4:0]-10;
		8'b11111011: data<=5'b10001;
		endcase
		end
	end
	end
end
end
always @(data) begin
if(occupy==1) begin
	case(data) 
	5'b00000: seg_out<=8'b01000000;   
	5'b00001: seg_out<=8'b01111001;   
	5'b00010: seg_out<=8'b00100100;   
	5'b00011: seg_out<=8'b00110000;   
	5'b00100: seg_out<=8'b00011001;   
	5'b00101: seg_out<=8'b00010010;   
	5'b00110: seg_out<=8'b00000010;   
	5'b00111: seg_out<=8'b01111000;   
	5'b01000: seg_out<=8'b00000000;   
	5'b01001: seg_out<=8'b00010000;   
	5'b10000: seg_out<=8'b11000000;   
	5'b10001: seg_out<=8'b11111001;   
	5'b10010: seg_out<=8'b10100100;   
	5'b10011: seg_out<=8'b10110000;   
	5'b10100: seg_out<=8'b10011001;   
	5'b10101: seg_out<=8'b10010010;   
	5'b10110: seg_out<=8'b10000010;   
	5'b10111: seg_out<=8'b11111000;   
	5'b11000: seg_out<=8'b10000000;   
	5'b11001: seg_out<=8'b10010000;   
	5'b11111: seg_out<=8'b11111111;
	endcase
	end
	else begin
	case(data) 
	5'b00000: seg_out<=8'b11000000;   
	5'b00001: seg_out<=8'b11000111;   
	5'b00010: seg_out<=8'b11000111;   
	5'b00011: seg_out<=8'b10000110;   
	5'b00100: seg_out<=8'b10001001;   
	default:  seg_out<=8'b11111111;
	endcase
	end
end
endmodule
`timescale 1ns / 1ps
module divider #(
parameter N = 50000000,
	      WIDTH = 32
)
(
    input clk,
    input rst,
    output reg clk_out
);
reg [WIDTH-1:0]counter;
always @(posedge clk or posedge rst) begin
	if (rst) begin
		counter <= 0;
	end
	else if (counter == N-1) begin
		counter <= 0;
	end
	else begin
		counter <= counter + 1;
	end
end
always @(posedge clk or posedge rst) begin
	if (rst) begin
		clk_out <= 0;
	end
	else if (counter == N-1) begin
		clk_out <= !clk_out;
	end
end
endmodule
File: flow/run.sh
#!/bin/bash
# OpenROAD 26Q1-2900-gdf79404cd8, Yosys 0.63+post, stock flow scripts
make -C /OpenROAD-flow-scripts/flow DESIGN_CONFIG=/design/flow/config.mk WORK_HOME=/design/flow/orfs finish
File: flow/config.mk
export PLATFORM = sky130hd
export DESIGN_NAME = VM
export DESIGN_NICKNAME = VM
export VERILOG_FILES = /design/flow/design.v
export SDC_FILE = /design/flow/constraint.sdc
export NUM_CORES = 4
export LEC_CHECK = 1
export CORE_UTILIZATION = 30
File: flow/constraint.sdc
current_design VM

set clk_period 4.3
set clk_io_pct 0.2

create_clock -name clk0 -period $clk_period [get_ports {clk}]

set non_clock_inputs [all_inputs -no_clocks]
set_input_delay [expr $clk_period * $clk_io_pct] -clock clk0 $non_clock_inputs
set_output_delay [expr $clk_period * $clk_io_pct] -clock clk0 [all_outputs]
==> flow_summary.json <==
{
  "synth_cell_types": 72,
  "area_leaders": "edfxtp_1 (26%), dfxtp_1 (13%), xnor2_1 (5.6%), nor2_1 (5.6%), ha_1 (5.5%)",
  "dpl.hpwl_um": 10700,
  "cts_tree": "built",
  "worstSetupPathType": "clock port to flip-flop",
  "untimed_endpoints": 31,
  "grt_max_degree": 36,
  "enable_flop_cells": 63,
  "grt-ovfl-total": 0,
  "power_density_mw_per_mm2": 444,
  "largest_area_cell": "edfxtp_1",
  "outcome": "finished clean",
  "finClkSkew_ps": 7.06,
  "p_leak_nw": 3.61,
  "worst_hold_slack_ps": 466,
  "netlist.area_leader.share_pct": 25.8,
  "fillerInstances": 2348,
  "internal_power_mw": 2.80,
  "required_ps": 4480,
  "pwr-share-clk_pct": 43.9,
  "crit_fanout": 35,
  "async_flop_share_pct": 0,
  "avgViaCountPerCell": 5.03,
  "post_cts_buffers": 0,
  "ys_cells": 816,
  "lay_top_count": "nor2_1",
  "ys_warn_count": 5,
  "maxCapViolCount": 0,
  "wl_per_cell_um": 13.5,
  "worstPathArrival_ps": 4220,
  "hold_class": "flip-flop to flip-flop",
  "worst_skew_pair.late_latency_ps": 460,
  "grt_pass1_vias": 6145,
  "hold_viol_final": 0,
  "lay_top_cells": "nor2_1 (109), inv_1 (80), nand2_1 (63), edfxtp_1 (63), xnor2_1 (47)",
  "grt_pass1_wl_um": 27800,
  "die_h_um": 158,
  "p_switching_mw": 1.23,
  "drt-pass1-iter-count": 9,
  "rows": 56,
  "ys_chip_area_mm2": 0.00733,
  "synthCells": 816,
  "warnings": 49,
  "antenna_left": 0,
  "drive_gt1_share_pct": 7.36,
  "seqPwrFrac_pct": 35.9,
  "critPathCaptureType": "flip-flop",
  "worstMarginPinSlew_ps": 780,
  "postLayoutCellArea_mm2": 0.00907,
  "drcViolationCount": 0,
  "gp_congestion": 0.895,
  "ff_type": "edfxtp_1",
  "portBuffers": 32,
  "clkTransAtPathRegs_ps": 80,
  "ff2ff_setup_slack_ps": 1370,
  "crit_path_start_kind": "clock port",
  "core_mm2": 0.0237,
  "peakVddDrop_mv": 0.262,
  "io_pins": 33,
  "die_w_um": 158,
  "fp_util_pct": 30.9,
  "avgSynthCellArea_um2": 8.98,
  "synthToLayoutAreaGrowth_pct": 23.8,
  "rsz0062_at_grt": "false",
  "synth_flops": 129,
  "unclocked_regs": 23,
  "vias": 6130,
  "tns_ps": 0,
  "grt_usage_pct": 14.3,
  "placed_cell_area_mm2": 0.00795,
  "post-route-util_pct": 38.3,
  "final-setup-viol-count": 0,
  "dieArea_mm2": 0.0251,
  "max_slew_margin_pct": 47.7,
  "dr.first_iter.drc_count": 467,
  "sw_frac_of_total_pct": 30.5,
  "wl_um": 16500,
  "netlist_area_mm2": 0.00733,
  "slew_violations": 0,
  "antenna_found_initial": 2,
  "combPwrFrac_pct": 20.2
}
[kinds of logic after synthesis]
group	after synthesis	synth area share (%)
AND-OR/OR-AND	147	13.7
multiplexers	4	0.580
latches	20	4.10
AND/OR/NAND/NOR	334	22.7
adder cells (fa/ha/maj)	33	5.74
XOR/XNOR	88	10.5
flip-flops	109	38.4
buffers and inverters	81	4.27
[worst paths after layout]
path	start	to	cells past startpoint
min reg2reg	dis.div.counter[0]$_SDFF_PN0_	dis.div.counter[0]$_SDFF_PN0_	1
max reg2reg	control.status[1]$_DFFE_PP_	control.ret_coin$_DFFE_PP_	8
min	dis.div.counter[0]$_SDFF_PN0_	dis.div.counter[0]$_SDFF_PN0_	1
max	clk	control.occupy$_DFFE_PP_	13
[flip-flops by register name, summed over array words and instances (netlist names), 5 cells and up]
name / count
dis.div.counter: 32
control.amount_five: 8
dis.data: 5
dis.seg_out: 8
control.counter: 32
control.amount_twopfive: 8
cc.amount_value: 8
dis.temp: 7
[stage by stage]
step	total power, mW	instances	setup WS (ps)
2_1_floorplan	2.06	816	817
3_3_place_gp	2.38	1138	312
3_5_place_dp	2.37	1138	311
4_1_cts	4.09	1216	202
5_1_grt	4.28	1216	135
6_report	4.03	1218	266
[layout make-up]
type / count / area (um^2) / area share, %
tap: 319 / 399 / 4.40
clock inverter: 39 / 180 / 1.99
clock buffer: 40 / 936 / 10.3
inverter: 47 / 176 / 1.95
sequential: 129 / 3110 / 34.3
multi-input combinational: 606 / 3910 / 43.1
antenna: 2 / 5.00 / 0.0552
timing repair buffer: 36 / 350 / 3.86
[cells in the mapped netlist (all sizes together), types with 24 or more instances]
library cell and n:
ha 32, a21oi 42, xor2 41, nand3 38, nor3 25, dfxtp 46, nand2 63, inv 47
xnor2 47, edfxtp 63, clkbuf 24, nor2 109
[what timing repair did]
action / in CTS / in global routing
setup endpoints to repair: 35 / 0
endpoints found under the hold margin: 0 / 0
resized: 2 / 0
hold buffers: 0 / 0
[critical path, cell delays in order]
cell and delay (ps):
clkbuf_16 120, clkbuf_16 130, clkbuf_16 130, clkbuf_16 130
clkbuf_16 140, clkbuf_16 140, nand3_1 240, clkbuf_16 190
clkbuf_16 140, clkbuf_16 140, inv_1 60, nand2b_4 320
o221ai_1 190
[routing by layer]
metal  wire [um]  vias to the layer above  GRT usage (%)
met5           0                        -          0.828
met4         239                        0           6.50
met3        1240                       26           7.09
met2        7120                      208           18.1
met1        7860                     2827           20.4
li1            -                     3069              -
[power by group through the flow]
stage,registers [mW],clock network [mW],logic [mW]
after CTS,1.45,1.82,0.815
after global routing,1.47,1.89,0.913
final,1.45,1.77,0.813
No activity file was given, so power comes from the tool's default toggle rates.
